--- /design/flow/run.sh ---
#!/bin/bash
# OpenROAD 26Q1-2900-gdf79404cd8, Yosys 0.63+post, stock flow scripts
make -C /OpenROAD-flow-scripts/flow DESIGN_CONFIG=/design/flow/config.mk WORK_HOME=/design/flow/orfs finish
--- /design/flow/config.mk ---
export PLATFORM = sky130hd
export DESIGN_NAME = and_tree_128
export DESIGN_NICKNAME = and_tree_128
export VERILOG_FILES = /design/flow/design.v
export SDC_FILE = /design/flow/constraint.sdc
export NUM_CORES = 4
export LEC_CHECK = 1
export CORE_AREA = 10 10 70 70
export DIE_AREA = 0 0 80 80
--- /design/flow/constraint.sdc ---
current_design and_tree_128

set clk_period 1.8
set clk_io_pct 0.2

create_clock -name clk0 -period $clk_period

set non_clock_inputs [all_inputs -no_clocks]
set_input_delay [expr $clk_period * $clk_io_pct] -clock clk0 $non_clock_inputs
set_output_delay [expr $clk_period * $clk_io_pct] -clock clk0 [all_outputs]
--- /design/flow/design.v ---
module and_tree_128 (
    input [127:0] in,
    output out
);
    wire [63:0] stage1;
    wire [31:0] stage2;
    wire [15:0] stage3;
    wire [7:0]  stage4;
    wire [3:0]  stage5;
    wire [1:0]  stage6;
    genvar i;
    generate
        for (i = 0; i < 64; i = i + 1) begin
            assign stage1[i] = in[2*i] & in[2*i+1];
        end
    endgenerate
    generate
        for (i = 0; i < 32; i = i + 1) begin
            assign stage2[i] = stage1[2*i] & stage1[2*i+1];
        end
    endgenerate
    generate
        for (i = 0; i < 16; i = i + 1) begin
            assign stage3[i] = stage2[2*i] & stage2[2*i+1];
        end
    endgenerate
    generate
        for (i = 0; i < 8; i = i + 1) begin
            assign stage4[i] = stage3[2*i] & stage3[2*i+1];
        end
    endgenerate
    generate
        for (i = 0; i < 4; i = i + 1) begin
            assign stage5[i] = stage4[2*i] & stage4[2*i+1];
        end
    endgenerate
    generate
        for (i = 0; i < 2; i = i + 1) begin
            assign stage6[i] = stage5[2*i] & stage5[2*i+1];
        end
    endgenerate
    assign out = stage6[0] & stage6[1];
endmodule
==> reports/qor.log <==
INFO  timing         worst_slew_margin_relative_to_its_limit=0.8287
INFO  grt            grt_start_max_net_pins=2
INFO  setup_path     worstSetupEndpointType=output port
INFO  finish         storage_element_area=0um^2
INFO  grt            global_route_wire_length_before_repair=5.554mm
INFO  finish         drive_above_1_share=0.1163
INFO  worst_hold_path timing.hold.worst.class=primary input to output port
INFO  grt            grt_remaining_overflow=0
INFO  grt            grt_usage=0.1069
INFO  floorplan      top_level_ports=129
INFO  routing        avgRoutedWirePerCell=16.89um
INFO  synthesis      synth-seq-area-share=0
INFO  synthesis      synthesis.area=272.8um^2
INFO  floorplan      placement_rows=21
INFO  setup_path     worst_path_dominant_cell_family=simple AND/OR/NAND/NOR gates
INFO  synthesis      ys_cells=43
INFO  place          place_congestion=0.9050
INFO  worst_hold_path min_path_cells=6
INFO  setup_path     worst_path_most_repeated_cell=sky130_fd_sc_hd__nand4_1
INFO  clocking       cts_hold_repair.buffers=0
INFO  timing         tightest_slew=0.2548ns
INFO  synthesis      post_synth_fa_ha_maj_area_fraction=0
INFO  finish         finish.instance_area=1498um^2
INFO  place          detailed_place.area=1629um^2
INFO  timing         setup-violations-final=0
INFO  timing         timing.final.hold_violations=0
INFO  floorplan      floorplan.core_util=0.07985
INFO  flow_run       max_cap_viols=0
INFO  place          place_hpwl=3.505mm
INFO  synthesis      synth.distinct_cells=4
INFO  synthesis      top_non_seq_family=simple AND/OR/NAND/NOR gates
INFO  pwr            ir_drop=65.23uV
INFO  routing        antenna_violating_nets_post_route=0
INFO  pwr            p_leak=0.0007125uW
INFO  finish         final_cell_mix=96 x sky130_fd_sc_hd__dlygate4sd2_1, 34 x sky130_fd_sc_hd__nand4_1, 16 x sky130_fd_sc_hd__clkdlybuf4s15_1
INFO  synthesis      synth_chip_area=272.8um^2
INFO  timing         timing.final.max_slew_violations=0
INFO  synthesis      synthAoiAreaFrac=0
INFO  finish         layout.cells.most_common=sky130_fd_sc_hd__dlygate4sd2_1
INFO  finish         layout-area-overhead-vs-synth=449.1%
INFO  synthesis      synthSimpleGateAreaFrac=1.000
INFO  setup_path     worst-setup-path-type=primary input to output port
INFO  routing        drt_pre_antenna_iters=2
INFO  pwr            design_power_total=197.1uW
INFO  setup_path     crit_chain=dlygate4sd2_1, nand4_1, nor4_2, nand4_1, nor2_1, buf_2
INFO  timing         final.period_utilization=0.9327
INFO  clocking       cts_post_setup_buffers_inserted=0
INFO  worst_hold_path hold_path_end=out
INFO  setup_path     required=1.44ns
INFO  floorplan      dieArea=6400um^2
INFO  routing        post-route-drc-count=0
INFO  synthesis      ys.warnings.count=0
INFO  routing        n_antenna_cell=0
INFO  floorplan      floorplan.core_area=3416um^2
INFO  synthesis      ys_sh_xor=0
INFO  setup_path     path_buffers=2
INFO  synthesis      synth.area.mux_share=0
INFO  timing         post-route-min-period=1.679ns
INFO  routing        finalWirelength=3.682mm
INFO  synthesis      syn-mean-instance-area=6.343um^2
INFO  place          numPortBuffers=129
INFO  finish         clock_buffers=0
INFO  floorplan      chipWidth=80um
INFO  setup_path     worst_setup_path_start_kind=primary input
INFO  setup_path     path_max_fanout=1
INFO  flow_run       warnings=32
INFO  timing         rsz_0062_raised_after_global_routing=no
INFO  synthesis      syn_inst=43
INFO  setup_path     cp_slowest_stage_delay=0.29ns
INFO  routing        via_count=971
INFO  routing        vias_per_cell=4.454
INFO  finish         n_sequential_cell=0
INFO  timing         achievable-frequency=595.6MHz
INFO  setup_path     cpMaxStageDelayCell=sky130_fd_sc_hd__nor4_2
INFO  grt            grt_antenna_before_repair=0
INFO  grt            via_count_of_the_first_global_routing_pass=1158
INFO  floorplan      die.size.y=80um
INFO  routing        first_iter_violations=8
INFO  worst_hold_path holdCritStartpoint=in[119]
INFO  setup_path     cp.arrival=1.32ns
INFO  pwr            power-per-cell-area=131.6nW/um^2
INFO  status         status=finished clean
power breakdown:
group          switching, uW  internal [uW]
combinational           47.3            150
clock                      0              0
sequential                 0              0
total                   47.3            150
synth_stat cells:
cell type                  n  area, um^2
sky130_fd_sc_hd__nand4_1  34       212.7
sky130_fd_sc_hd__nor2_1    1       3.750
sky130_fd_sc_hd__nor4_2    1       12.51
sky130_fd_sc_hd__nor4_1    7       43.79
kinds of logic after synthesis:
group	count (synthesis)
and+or+nand+nor	43
per-stage QoR:
stage | setup slack (ns) | hold WS (ns) | TNS, ns | utilization | cells
2_1_floorplan | 0.5680 | 0.8796 | 0 | - | 43
3_3_place_gp | -0.7006 | 1.769 | -0.7006 | 0.4769 | 219
3_5_place_dp | -0.6863 | 1.764 | -0.6863 | 0.4769 | 219
4_1_cts | 0.002872 | 1.290 | 0 | 0.4410 | 218
5_1_grt | 0.00005596 | 1.228 | 0 | 0.4385 | 218
6_report | 0.1212 | 1.176 | 0 | 0.4385 | 218
worst max-delay path by stage:
| stage | startpoint | to | slack, ns | depth (start not counted) |
|---|---|---|---|---|
| CTS | in[36] | out | 0.003 | 6 |
| global route | in[3] | out | 0.00006 | 6 |
| finish | in[2] | out | 0.12 | 6 |
repair_timing:
action | in CTS | in global routing
pin swaps | 43 | 19
endpoints found under the setup margin | 1 | 1
resized | 133 | 43
cell type report:
cell class                 instances  area (um^2)
fill                             379         1918
timing repair buffer             129         1124
multi-input combinational         43        316.6
tap                               46        57.56
routing by layer:
layer  global-route usage  part of all wire
met5                    0                 0
met4                    0                 0
met3              0.06705              0.16
met2               0.1766              0.41
met1               0.1213              0.42
tightest hold or removal path: stages:
cell	delay (ns)
sky130_fd_sc_hd__clkbuf_2	0.08
sky130_fd_sc_hd__nand4_1	0.08
sky130_fd_sc_hd__nor4_2	0.06
sky130_fd_sc_hd__nand4_1	0.08
sky130_fd_sc_hd__nor2_1	0.05
sky130_fd_sc_hd__buf_2	0.10
Power and IR drop assume default switching activity.
